==> ./design.v <==
`timescale 1ns / 1ps
module RCA_16(input[15:0] A, input[15:0] B, input cin, 
                    output[15:0] S, output cout);
    wire carry;                                              
    RCA_8 A1(A[7:0], B[7:0], cin, S[7:0], carry);
    RCA_8 A2(A[15:8], B[15:8], carry, S[15:8], cout);
endmodule
`timescale 1ns / 1ps
module RCA_32(input[31:0] A, input[31:0] B, input cin, 
                    output[31:0] S, output cout);
    wire carry;                                                  
    RCA_16 A1(A[15:0], B[15:0], cin, S[15:0], carry);
    RCA_16 A2(A[31:16], B[31:16], carry, S[31:16], cout);
endmodule
`timescale 1ns / 1ps
module RCA_64(input[63:0] A, input[63:0] B, input cin, 
                    output[63:0] S, output cout);
    wire carry;                                                  
    RCA_32 A1(A[31:0], B[31:0], cin, S[31:0], carry);
    RCA_32 A2(A[63:32], B[63:32], carry, S[63:32], cout);
endmodule
`timescale 1ns / 1ps
module RCA_8(input[7:0] A, input[7:0] B, input cin, 
                    output[7:0] S, output cout);
    wire[6:0] carry;                                         
    full_addr F1(A[0], B[0], cin, S[0], carry[0]);
    full_addr F2(A[1], B[1], carry[0], S[1], carry[1]);
    full_addr F3(A[2], B[2], carry[1], S[2], carry[2]);
    full_addr F4(A[3], B[3], carry[2], S[3], carry[3]);
    full_addr F5(A[4], B[4], carry[3], S[4], carry[4]);
    full_addr F6(A[5], B[5], carry[4], S[5], carry[5]);
    full_addr F7(A[6], B[6], carry[5], S[6], carry[6]);
    full_addr F8(A[7], B[7], carry[6], S[7], cout);          
endmodule
`timescale 1ns / 1ps
module RCA_sub(input[63:0] A, input[63:0] B, 
                    output[63:0] D, output cout);
    RCA_64 A1(A, ~B, 1, D, cout);
endmodule
`timescale 1ns / 1ps
module full_addr(input in1, input in2, input cin, output sum, output carry);
    wire g2_out,g3_out,g4_out;
    xor g1(sum, in1, in2, cin);      
    and g2(g2_out, in1, in2);        
    xor g3(g3_out, in1, in2);        
    and g4(g4_out, g3_out, cin);     
    or  g5(carry, g2_out, g4_out);   
endmodule
==> ./run.sh <==
#!/bin/bash
# OpenROAD 26Q1-2900-gdf79404cd8, Yosys 0.63+post, stock flow scripts
make -C /OpenROAD-flow-scripts/flow DESIGN_CONFIG=/design/flow/config.mk WORK_HOME=/design/flow/orfs finish
==> ./config.mk <==
export PLATFORM = sky130hd
export DESIGN_NAME = RCA_sub
export DESIGN_NICKNAME = RCA_sub
export VERILOG_FILES = /design/flow/design.v
export SDC_FILE = /design/flow/constraint.sdc
export NUM_CORES = 4
export LEC_CHECK = 1
export CORE_AREA = 10 10 133 133
export DIE_AREA = 0 0 143 143
==> ./constraint.sdc <==
current_design RCA_sub

set clk_period 49.1
set clk_io_pct 0.2

create_clock -name clk0 -period $clk_period

set non_clock_inputs [all_inputs -no_clocks]
set_input_delay [expr $clk_period * $clk_io_pct] -clock clk0 $non_clock_inputs
set_output_delay [expr $clk_period * $clk_io_pct] -clock clk0 [all_outputs]
==> impl_metrics.toml <==
# flow metrics
[yosys]
syn_area_per_cell_um2 = 8.73
most_common_cell = "inv_1"
yosysUniqueCellTypes = 4
yosys.area.top_type_share = 0.564
ys_seq_frac = 0
ys_warn_count = 1
ys_cells = 256
top_cells_by_area = "fa_1 56%, buf_4 22%, inv_1 22%"
largest_area_cell = "fa_1"
syn_area_um2 = 2230
common_cells = "128 x inv_1, 64 x buf_4, 63 x fa_1"
syn_inst = 256
yosys_area_um2 = 2230

[die]
fp_util = 0.152
io_pins = 193
rows = 44
core_area_um2 = 14700
dieArea_um2 = 20400
die.size.y_um = 143
die_w_um = 143

[setup_path]
worst_setup_path_start_kind = "input pin"
worstPathArrival_ns = 36.04
crit_family = "adder cells"
path_buffers = 4
max_stage_delay_ns = 0.45
path_max_fanout = 1
crit_path_end_kind = "output pin"
critPathRequiredTime_ns = 39.28
criticalPathCategory = "in -> out"
cpMostUsedCell = "fa_1"
crit_slowest_cell = "clkdlybuf4s50_1"

[global_route]
grt_max_degree = 2
grt_pass1_wl_um = 11800
grt_use_total = 0.0744
first_global_vias = 2178
antenna_found_initial = 0
overflow = 0

[drt]
drc = 0
vias = 1795
vias_per_cell = 3.15
finalWirelength_um = 7730
drt_iter0_drc = 12
diodes = 0
ant_nets = 0
wire_per_inst_um = 13.6
drt-pass1-iter-count = 3

[placement]
place_inst = 569
postPlaceCellArea_um2 = 3920
port_buffers = 193
gp_congestion = 0.851
dp_hpwl_um = 7600

[final_timing]
hold_viol = 0
period_minus_slack_ns = 45.86
setup_viol = 0
slew_headroom = 0.898
fin_tns_setup_ns = 0
tightest_slew_ns = 0.152
whs_ns = 20.65
fin_crit_sh = 0.934
drv_slew = 0
rsz0062_at_grt = "no"
fmax_mhz = 21.8

[pwr]
comb_power_share = 1.000
powerDensity_nw_per_um2 = 12.5
power.switching_mw = 0.0151
pwr-share-clk = 0
vdd_drop_max_v = 0.00000427
p_int_mw = 0.0338
finalPower_mw = 0.0489
power_leakage_nw = 1.91
switching_share = 0.308
pwr-share-seq = 0

[finish]
final_cells = 569
flops = 0
synthToLayoutAreaGrowth_pct = 75.3
regArea_um2 = 0
drive_gt1_frac = 0
fin_area_um2 = 3920
n_clock_buffer = 0

[clock_tree]
cts_hold_repair.buffers = 0
cts_resized = 0
post_cts_buffers = 0

[job]
cap_violations = 0
tool_warnings = 32

[run_status]
status = "finished, final reports clean"

[worst_hold_path]
min_path_type = "in -> out"
## metal layers
metal  up-vias  share of wire  global-route usage
met1       777           0.37              0.0836
met4         0              0                   0
met2       183           0.39               0.117
met3         0           0.23              0.0572
li1        835              -                   -
met5         -              0                   0
## power groups by stage
stage	registers [mW]	clock network (mW)	logic, mW
after global routing	0	0	0.0561
after CTS	0	0	0.0506
final	0	0	0.0489
## path summary, 6_finish.rpt
kind  startpoint    end  cells past startpoint
max         A[0]  D[63]                     68
min         B[0]   D[0]                      4
## final cells by class
cell class | instances | area (µm²)
fill | 1532 | 10800
inverter | 128 | 480
multi-input combinational | 64 | 1270
tap | 184 | 230
timing repair buffer | 193 | 1930
## kinds of logic after synthesis
| logic type | count (synthesis) | share of synthesized area |
|---|---|---|
| fa+ha+maj | 64 | 0.570 |
| buf+inv | 192 | 0.430 |
## layout by cell type, fill, tap and decap left out
cell type and count:
clkdlybuf4s50_1 193, ha_1 1, inv_1 128, fa_1 63
## through the flow
stage	worst slack [ns]	util
after detailed placement	3.13	0.266
after CTS	3.10	0.266
after floorplan	5.15	-
final	3.24	0.266
after global routing	2.34	0.266
after global placement	3.20	0.266
Power is estimated from default activity; no workload was simulated.
