==> design.v <==
`timescale 1ns / 1ps
module bit_16_lookahead (input [15:0] A, input [15:0] B,input cin, 
                            output [15:0] sum, output cout, output p, output g);
    wire [3:0] P, G, C;
    bit_4_augment b1(.A(A[3:0]), .B(B[3:0]), .cin(cin), .sum(sum[3:0]), .p(P[0]), .g(G[0]));
    bit_4_augment b2(.A(A[7:4]), .B(B[7:4]), .cin(C[0]), .sum(sum[7:4]), .p(P[1]), .g(G[1]));
    bit_4_augment b3(.A(A[11:8]), .B(B[11:8]), .cin(C[1]), .sum(sum[11:8]), .p(P[2]), .g(G[2]));
    bit_4_augment b4(.A(A[15:12]), .B(B[15:12]), .cin(C[2]), .sum(sum[15:12]), .p(P[3]), .g(G[3]));
    lca lcunit(.P(P), .G(G), .cin(cin), .c(C), .p(p), .g(g)); 
    assign cout = C[3];
endmodule
`timescale 1ns / 1ps
module bit_4_augment (input [3:0] A, input [3:0] B, input cin, 
                    output [3:0] sum, output p, output g);
    wire [3:0] P;
    wire [3:0] G;
    wire [3:0] C;
    assign G = A & B;
    assign P = A ^ B;
    assign C[0] = cin;
    assign C[1] = G[0] | (P[0] & C[0]);
    assign C[2] = G[1] | (P[1] & G[0]) | (P[1] & P[0] & C[0]);;
    assign C[3] = G[2] |(P[2] & G[1]) | (P[2] & P[1] & G[0]) | (P[2] & P[1] & P[0] & C[0]); 
    assign sum = P^C;
    assign p = P[3] & P[2] & P[1] & P[0];
	assign g = G[3] | (P[3] & G[2]) | (P[3] & P[2] & G[1]) | (P[3] & P[2] & P[1] & G[0]);
endmodule
`timescale 1ns / 1ps
module lca (input [3:0] P, input [3:0] G, input cin,
                output [3:0] c, output p, output g);
    assign c[0] = G[0] | (P[0] & cin);
    assign c[1] = G[1] | (P[1] & G[0]) | (P[1] & P[0] & cin);
    assign c[2] = G[2] | (P[2] & G[1]) | (P[2] & P[1] & G[0]) | (P[2] & P[1] & P[0] & cin);
    assign c[3] = G[3] | (P[3] & G[2]) | (P[3] & P[2] & G[1]) 
                        | (P[3] & P[2] & P[1] & G[0]) | (P[3] & P[2] & P[1] & P[0] & cin);
    assign p = P[3] & P[2] & P[1] & P[0];
    assign g = G[3] | (P[3] & G[2]) | (P[3] & P[2] & G[1]) | (P[3] & P[2] & P[1] & G[0]);
endmodule   
==> run.sh <==
#!/bin/bash
# OpenROAD 26Q1-2900-gdf79404cd8, Yosys 0.63+post, stock flow scripts
make -C /OpenROAD-flow-scripts/flow DESIGN_CONFIG=/design/flow/config.mk WORK_HOME=/design/flow/orfs finish
==> config.mk <==
export PLATFORM = sky130hd
export DESIGN_NAME = bit_16_lookahead
export DESIGN_NICKNAME = bit_16_lookahead
export VERILOG_FILES = /design/flow/design.v
export SDC_FILE = /design/flow/constraint.sdc
export NUM_CORES = 4
export LEC_CHECK = 1
export CORE_AREA = 10 10 92 92
export DIE_AREA = 0 0 102 102
==> constraint.sdc <==
current_design bit_16_lookahead

set clk_period 4.2
set clk_io_pct 0.2

create_clock -name clk0 -period $clk_period

set non_clock_inputs [all_inputs -no_clocks]
set_input_delay [expr $clk_period * $clk_io_pct] -clock clk0 $non_clock_inputs
set_output_delay [expr $clk_period * $clk_io_pct] -clock clk0 [all_outputs]
==> run notes <==
The synthesis and place-and-route flow finished, so here is a summary.

The total negative slack for setup checks came out at 0 ps. Synthesis produced a netlist whose cell count is 88. The kind of end point of the critical path is a primary output. The net switching fraction of the power came out at 0.349. The actual transition at the worst max-transition pin is 297 ps. The number of distinct library cells after synthesis is 27. The required time at the worst-slack endpoint is 3360 ps. The timing report gives the biggest stage delay along the critical path as 460 ps. Per the timing report, the achievable frequency comes out to 247 MHz. Of the post-synthesis cell area, the dominant cell type holds 0.275. The number of standard-cell rows in the floorplan came out at 29.

The total track usage is 0.0460. Among the stages of the critical path, the cell type that occurs most often is sky130_fd_sc_hd__clkdlybuf4s50_1. The number of buffers added on ports came out at 52. After synthesis, the design contains 88 cells according to Yosys.

Excluding fillers, the count of instances in the completed layout stands at 221. The average detailed-routed wire length per instance is 12.0 um. The share of the yosys chip area belonging to registers is 0. The worst setup path is of the in2out kind. The share of power burned in the clock network came out at 0.

The antenna diode count is 0. The detailed-router iteration count before antenna repair is 4. The number of warnings reported in the yosys synthesis log is 0. The mapped cell area came out at 728 um^2. The arrival time reported for the critical path endpoint came out at 3200 ps. The die area is 10400 um^2.

From bottom edge to top edge, the die measures 102 um. The flow ran to the end, and the final reports show no timing, DRC or antenna violations. For this run the top cell type by instance count after synthesis was sky130_fd_sc_hd__ha_1. STA reports the tightest min-delay check as being of type in2out.

The buffering stage count on the worst path with inverters included came out at 2. The total detailed-routing wirelength is 2660 um. The standard cell core area came out at 6460 um^2. The final critical delay including setup and external delays is 4040 ps. The timing report attributes the biggest portion of critical-path delay to adder cells. The remaining global-route overflow is 0. The most area-hungry cell type in the Yosys netlist is sky130_fd_sc_hd__ha_1.

Summed over all nets, the switching power comes to 0.0740 mW. The report lists the cells along the critical path as clkdlybuf4s50_1, ha_1, nand3_1, o211a_4, o221ai_2, fa_1, clkdlybuf4s50_1. The placed instance count is 221. The starting density of the core came out at 0.113. The chip area in the Yosys report is 728 um^2. The number of vias per cell after detailed routing is 3.78. The wire-length estimate of the detail-placed layout is 2480 um. The number of maximum-capacitance violations is 0.

The total power density per cell area is 154 nW/um^2. The count of tool warnings is 32. The number of global-route vias before repair came to 857.

Averaged over all synthesized cells, the footprint is 8.27 um^2. The worst vdd rail ir drop is 0.0434 mV. Dividing the final minimum period by the clock period gives 0.963. During I/O placement, the number of pins put on the boundary was 52. The placer's final routability congestion estimate came out at 0.721. Entering global routing, the biggest net connects 6 pins. The leakage power is 0.546 nW. The critical path maximum fanout is 5. The final-report hold violation count came out at 0. The post-route antenna net violation count is 0.

The share of power burned in registers is 0. The number of antenna violations at the first check in global routing is 0. Setup repair after global routing left no endpoint under its margin.

The post-CTS setup-driven buffer insertion count came out at 0. The internal portion of the total power is 0.138 mW. The fraction of layout instances using a drive strength above 1 came out at 0.0764.

Per the log, the first TritonRoute iteration ended with a DRC count of 48. Summing all flip-flop and latch instances after layout gives 0 um^2. The die boundary width came out at 102 um.

The share of total power dissipated in combinational logic is 1.000. Counting the fill cells in the layout gives 707. The worst setup path is launched from an input port. The end-of-flow core utilization is 0.213. The count of pins over their slew limit is 0. The sequential cell count came out at 0. The area growth from synthesis to layout came out at 89.0%. The first-pass GRT wire length came out at 4000 um. The worst relative slew slack came out at 0.800.

The end-of-flow timing check tallies setup violations at 0. For this run, design rule violations remaining after detail routing come to 0. Summing over every cut layer, the via total after detailed routing is 836. The clock tree buffer count of the final layout is 0. The commonest cells after synthesis are sky130_fd_sc_hd__ha_1, sky130_fd_sc_hd__xnor2_1, sky130_fd_sc_hd__a21oi_1. For this design, the CTS-stage hold fixing added 0 buffers. The timing report shows that the slowest cell on the worst path is sky130_fd_sc_hd__fa_1. Yosys attributes the largest share of cell area to sky130_fd_sc_hd__ha_1, sky130_fd_sc_hd__fa_1, sky130_fd_sc_hd__xnor2_1, sky130_fd_sc_hd__a21o_1, sky130_fd_sc_hd__a21oi_1.
==> cell type report <==
class / instances / area (um^2) / area share
Inverter: 5 / 18.8 / 0.0136
Timing Repair Buffer: 56 / 551 / 0.400
Multi-Input combinational cell: 83 / 711 / 0.516
Tap cell: 77 / 96.3 / 0.0700
==> per-layer routing <==
metal  vias to the layer above  part of all wire  wire (um)  GRT usage
li1                        448                 -          -          -
met1                       356              0.48       1270     0.0646
met2                        32              0.43       1140     0.0721
met3                         0             0.097        257     0.0143
met4                         0                 0          0          0
met5                         -                 0          0          0
==> layout by cell type (no fill, tap or decap), types with 2 or more instances in the layout <==
master / synthesis / layout
sky130_fd_sc_hd__clkdlybuf4s50_1: 0 / 52
sky130_fd_sc_hd__ha_1: 16 / 16
sky130_fd_sc_hd__a31oi_1: 4 / 4
sky130_fd_sc_hd__fa_1: 4 / 4
sky130_fd_sc_hd__nand4_1: 4 / 4
sky130_fd_sc_hd__a21oi_1: 8 / 8
sky130_fd_sc_hd__nand2_1: 5 / 5
sky130_fd_sc_hd__buf_4: 0 / 4
sky130_fd_sc_hd__nand3_1: 3 / 3
sky130_fd_sc_hd__xor2_1: 3 / 3
sky130_fd_sc_hd__inv_1: 4 / 4
sky130_fd_sc_hd__nor2_1: 5 / 5
sky130_fd_sc_hd__a21o_1: 6 / 6
sky130_fd_sc_hd__and2_1: 2 / 2
sky130_fd_sc_hd__xnor2_1: 9 / 9
==> worst paths after layout <==
check	startpoint	end	slack, ps	cells past startpoint
min	cin	cout	2750	4
max	A[3]	sum[12]	160	7
==> power by group through the flow <==
| stage | combinational, mW | sequential [mW] | clock, mW |
|---|---|---|---|
| after CTS | 0.217 | 0 | 0 |
| after global routing | 0.236 | 0 | 0 |
| final | 0.212 | 0 | 0 |
==> tightest hold or removal path: stages <==
cell and delay, ps:
sky130_fd_sc_hd__clkdlybuf4s50_1 470, sky130_fd_sc_hd__nand2_1 90, sky130_fd_sc_hd__nand3_1 70, sky130_fd_sc_hd__clkdlybuf4s50_1 440
==> cell families after synthesis <==
family                     Yosys count  share of synthesized area
buffers and inverters                5                     0.0258
adders and majority gates           20                      0.385
AOI/OAI and AO/OA                   28                      0.289
xor gates and xnor gates            12                      0.144
and+or+nand+nor                     23                      0.156
==> metrics by stage <==
step	total power [mW]	instance area [um^2]	hold slack (ps)	setup WS [ps]
after global routing	0.236	1380	2850	29.9
after detailed placement	0.215	1380	2750	110
final	0.212	1380	2750	157
after floorplan	0.0837	728	1750	1170
after CTS	0.217	1380	2760	97.1
after global placement	0.215	1380	2760	101
==> what timing repair did <==
action / 4_1_cts / 5_1_grt
setup endpoints to repair: 0 / 1
resized: 0 / 2
endpoints found under the hold margin: 0 / 0
No activity file was given, so power comes from the tool's default toggle rates.
