## design/flow/design.v

```verilog
`timescale 1ns / 1ps
module RCA_16(input[15:0] A, input[15:0] B, input cin, 
                    output[15:0] S, output cout);
    wire carry;                                              
    RCA_8 A1(A[7:0], B[7:0], cin, S[7:0], carry);
    RCA_8 A2(A[15:8], B[15:8], carry, S[15:8], cout);
endmodule
`timescale 1ns / 1ps
module RCA_8(input[7:0] A, input[7:0] B, input cin, 
                    output[7:0] S, output cout);
    wire[6:0] carry;                                         
    full_addr F1(A[0], B[0], cin, S[0], carry[0]);
    full_addr F2(A[1], B[1], carry[0], S[1], carry[1]);
    full_addr F3(A[2], B[2], carry[1], S[2], carry[2]);
    full_addr F4(A[3], B[3], carry[2], S[3], carry[3]);
    full_addr F5(A[4], B[4], carry[3], S[4], carry[4]);
    full_addr F6(A[5], B[5], carry[4], S[5], carry[5]);
    full_addr F7(A[6], B[6], carry[5], S[6], carry[6]);
    full_addr F8(A[7], B[7], carry[6], S[7], cout);          
endmodule
`timescale 1ns / 1ps
module full_addr(input in1, input in2, input cin, output sum, output carry);
    wire g2_out,g3_out,g4_out;
    xor g1(sum, in1, in2, cin);      
    and g2(g2_out, in1, in2);        
    xor g3(g3_out, in1, in2);        
    and g4(g4_out, g3_out, cin);     
    or  g5(carry, g2_out, g4_out);   
endmodule
`timescale 1ns / 1ps
module wrapper_RCA_16(input clk, input rst,input[15:0] A, input[15:0] B, input cin, 
                    output reg[15:0] S, output reg cout);
reg [15:0] A_reg;
reg [15:0] B_reg;
reg cin_reg;
wire [15:0] S_net;
wire cout_net;
always @(posedge clk)
    begin
        if(rst)
            begin
                A_reg<=16'd0;
                B_reg<=16'd0;
					 cin_reg<=1'd0;
					 S<=16'd0;
					 cout<=1'd0;
            end
        else
            begin
                A_reg<=A;
                B_reg<=B;
					 cin_reg<=cin;
					 S<=S_net;
					 cout<=cout_net;
            end
    end
RCA_16 A2(A_reg, B_reg, cin_reg, S_net, cout_net);
endmodule
```

## design/flow/constraint.sdc

```tcl
current_design wrapper_RCA_16

set clk_period 13.0
set clk_io_pct 0.2

create_clock -name clk0 -period $clk_period [get_ports {clk}]

set non_clock_inputs [all_inputs -no_clocks]
set_input_delay [expr $clk_period * $clk_io_pct] -clock clk0 $non_clock_inputs
set_output_delay [expr $clk_period * $clk_io_pct] -clock clk0 [all_outputs]
```

## design/flow/run.sh

```bash
#!/bin/bash
# OpenROAD 26Q1-2900-gdf79404cd8, Yosys 0.63+post, stock flow scripts
make -C /OpenROAD-flow-scripts/flow DESIGN_CONFIG=/design/flow/config.mk WORK_HOME=/design/flow/orfs finish
```

## design/flow/config.mk

```make
export PLATFORM = sky130hd
export DESIGN_NAME = wrapper_RCA_16
export DESIGN_NICKNAME = wrapper_RCA_16
export VERILOG_FILES = /design/flow/design.v
export SDC_FILE = /design/flow/constraint.sdc
export NUM_CORES = 4
export LEC_CHECK = 1
export CORE_AREA = 10 10 112 112
export DIE_AREA = 0 0 122 122
```

==> Changelog: implementation <==
## Flow update

* Outcome: completed
* PostCTS Resize Cnt at 0
* Psw at 0.0655 mW
* Yosys cell count at 128
* PwrDens at 128 nW/um2
* Distinct lib cells used at 6
* Combinational Power Share at 0.113
* R2R Setup Slk at 5350 ps
* Die area at 14900 um2
* Clk latency late pin at 300 ps
* DR vias at 947
* DRC at 0
* Max-slew headroom at 0.668
* R2R depth at 20
* Number of synthesized register bits at 50
* OpenROAD warnings at 25
* Critical Path End Type: flip-flop
* Antenna-violating nets left at 0
* Top cell type's share of synthesized area at 0.597
* MaxCap Viol Count at 0
* Setup_tns at 0 ps
* Slew Viols, Final at 0
* Critical path endpoint: S[15]
* # clock sinks at 50
* Sw Share at 0.209
* Seq pwr share at 0.534
* # placed instances at 311
* Hold Vio Cnt, Final at 0
* Top cells by area, synth: dfxtp_1 (60%), fa_1 (19%), nor2b_1 (18%)
* Pin count of the biggest net entering global routing at 51
* Clock tree buffer depth at 2
* Leakage Power at 0.953 nW
* Initial DRC Count at 33
* Clk pwr share at 0.354
* Crit path max-delay family: adder cells
* Sequence of cells on the critical path: inv_1, fa_1, inv_1, fa_1, fa_1, fa_1, fa_1, fa_1, fa_1, fa_1, fa_1, fa_1, fa_1, fa_1, fa_1, fa_1, fa_1, inv_1, fa_1, nor2_1
* Crit path kind: reg2reg
* Drt total wl at 3220 um
* Area Growth Syn to Fin at 46.2%
* Data required, critical path at 13240 ps
* Clk slew on worst S/H paths at 90 ps
* Hold Path Class: reg2reg
* Antenna violations before repair at 0
* Synth Seq Share at 0.597
* Post-CTS setup buffer count at 0
* Gate Count Post-Synth at 128
* Yosys warnings at 1
* Drt first pass iters at 3
* H-tree Lvls at 2
* Final Cycle Share at 0.588
* Global-route wire length before repair at 5270 um
* Worst Hold Slack at 591 ps
* Tmin final at 7650 ps
* Instance count on the critical path at 20
* Core area at 10200 um2
* Layout Utilization at 0.240
* Non-filler cells, final at 319
* Share of layout cells above drive strength 1 at 0.0546
* Grt ovf at 0
* Clk Tree Root Cell: clkbuf_8
* Hold depth at 3
* Maximum VDD drop at 0.0439 mV
* Total clock buffers created by CTS at 5
* Worst-Margin Slew at 498 ps
* Worst setup SP type: flip-flop
* Crit path launch: cin_reg
* Worst R2R End: S[15]
* RR Startpoint: cin_reg
* Cell mode on critical path: fa_1
* Fillers at 1069
* CP max FO at 1
* F_max at 131 MHz
* Yosys top cell by area: dfxtp_1
* Vias in the first global route at 1071
* Die Y at 122 um
* Floorplan core density at 0.164
* Critical path's slowest cell: fa_1
* Avg Inst Size Synth at 13.1 um2
* Die width at 122 um
* Chip Area, Yosys at 1680 um2
* Worst Path Arrival at 7890 ps
* Max Clock Skew at 7.22 ps
* Internal power at 0.248 mW
* CP max stage delay at 490 ps
* CTS tree: done
* CP Buf/Inv Count at 3
* Final setup viols at 0
* Unrepaired setup endpoints after global routing: no
* Vias/cell at 2.97
* # port buffers at 51
* Post-detail-place hpwl at 2600 um
* Rows at 37
* Total GRT Usage at 0.0448
* Ant. Diodes at 0
* # IOs at 52
* Mapped cell area at 1680 um2
* Cts hold-fix bufs at 0
* Routability cong. at 0.689
* Top Layout Cells: dfxtp_1 (50), clkdlybuf4s50_1 (50), nor2b_1 (47), fa_1 (16), inv_1 (7)
* Routed WL per cell at 10.1 um
==> power groups by stage <==
| stage | combinational (mW) | sequential (mW) | clock (mW) |
|---|---|---|---|
| 6_report | 0.0352 | 0.167 | 0.111 |
| 4_1_cts | 0.0368 | 0.168 | 0.116 |
| 5_1_grt | 0.0404 | 0.169 | 0.123 |
==> tightest hold or removal path: cells and delay by family (launching register included) <==
family	cells	cell delay (ps)
and+or+nand+nor	1	40
DFF	1	310
adders and majority gates	1	150
buffers and inverters	1	60
==> worst min path at each step <==
| stage | startpoint | slack, ps | to |
|---|---|---|---|
| 4_1_cts | A_reg[15] | 600 | S[15] |
| 5_1_grt | A_reg[15] | 640 | S[15] |
| 6_report | A_reg[15] | 590 | S[15] |
==> layer usage <==
| metal | track usage | share of wire | vias to the layer above |
|---|---|---|---|
| li1 | - | - | 480 |
| met1 | 0.0539 | 0.40 | 440 |
| met2 | 0.0757 | 0.52 | 25 |
| met3 | 0.0160 | 0.070 | 2 |
| met4 | 0.00969 | 0.017 | 0 |
| met5 | 0 | 0 | - |
==> synth_stat cells (all sizes together) <==
master and instances:
buf 5, dfxtp 50, fa 16, inv 7, nor2 3, nor2b 47
==> cell families after synthesis <==
logic type | count (synthesis) | share of synthesized area
adder cells (fa/ha/maj) | 16 | 0.191
flip-flops | 50 | 0.597
AND/OR/NAND/NOR | 50 | 0.182
buffers and inverters | 12 | 0.0306
==> through the flow <==
step,setup WS [ps],total power [mW],area (um2)
final,5350,0.313,2450
after global routing,4970,0.332,2450
after CTS,5250,0.320,2450
after detailed placement,5290,0.208,2340
after global placement,5340,0.207,2340
after floorplan,5560,0.183,1680
==> layout make-up <==
cell class	instances	area (um2)	area share
inverter	7	26.3	0.0107
tap	136	170	0.0694
multi-input combinational	66	626	0.255
timing repair buffer	52	513	0.209
clock inverter	3	47.5	0.0194
clock buffer	5	68.8	0.0281
sequential	50	1000	0.408
Power figures rest on the tool's default switching activity, not on a simulated workload.
